<file path="/design/flow/config.mk">
export PLATFORM = sky130hd
export DESIGN_NAME = character_ROM32x16
export DESIGN_NICKNAME = character_ROM32x16
export VERILOG_FILES = /design/flow/design.v
export SDC_FILE = /design/flow/constraint.sdc
export NUM_CORES = 4
export LEC_CHECK = 1
export CORE_AREA = 10 10 206 206
export DIE_AREA = 0 0 216 216
</file>
<file path="/design/flow/constraint.sdc">
current_design character_ROM32x16

set clk_period 7.1
set clk_io_pct 0.2

create_clock -name clk0 -period $clk_period [get_ports {clk}]

set non_clock_inputs [all_inputs -no_clocks]
set_input_delay [expr $clk_period * $clk_io_pct] -clock clk0 $non_clock_inputs
set_output_delay [expr $clk_period * $clk_io_pct] -clock clk0 [all_outputs]
</file>
<file path="/design/flow/design.v">
module character_ROM32x16(
    input clk,
    input [7:0]ascii_val,
	 output  [15:0]display_out_0,
	 output  [15:0]display_out_1,
	 output  [15:0]display_out_2,
	 output  [15:0]display_out_3,
	 output  [15:0]display_out_4,
	 output  [15:0]display_out_5,
	 output  [15:0]display_out_6,
	 output  [15:0]display_out_7,
	 output  [15:0]display_out_8,
	 output  [15:0]display_out_9,
	 output  [15:0]display_out_10,
	 output  [15:0]display_out_11,
	 output  [15:0]display_out_12,
	 output  [15:0]display_out_13,
	 output  [15:0]display_out_14,
	 output  [15:0]display_out_15,
	 output  [15:0]display_out_16,
	 output  [15:0]display_out_17,
	 output  [15:0]display_out_18,
	 output  [15:0]display_out_19,
	 output  [15:0]display_out_20,
	 output  [15:0]display_out_21,
	 output  [15:0]display_out_22,
	 output  [15:0]display_out_23,
	 output  [15:0]display_out_24,
	 output  [15:0]display_out_25,
	 output  [15:0]display_out_26,
	 output  [15:0]display_out_27,
	 output  [15:0]display_out_28,
	 output  [15:0]display_out_29,
	 output  [15:0]display_out_30,
	 output  [15:0]display_out_31
	 );
reg [15:0]display[0:31];
always@(posedge clk)
case(ascii_val)
        8'h30:begin	
    display[0]=  16'b0000000000000000;
    display[1]=  16'b0000000000000000;		  
	 display[2]=  16'b0000000000000000;
    display[3]=  16'b0000000000000000;
    display[4]=  16'b0000000000000000;
    display[5]=  16'b0000000000000000;
    display[6]=  16'b0001111111100000;
    display[7]=  16'b0011111111110000;
    display[8]=  16'b0111110011111000;
    display[9]=  16'b1111100001111100;
    display[10]= 16'b1111000000111100;
    display[11]= 16'b1111000000111100;
    display[12]= 16'b1111000000111100;
    display[13]= 16'b1111000000111100;
    display[14]= 16'b1111000011111100;
    display[15]= 16'b1111000110111100;
    display[16]= 16'b1111001100111100;
    display[17]= 16'b1111011000111100;
    display[18]= 16'b1111110000111100;
    display[19]= 16'b1111000000111100;
    display[20]= 16'b1111000000111100;
    display[21]= 16'b1111000000111100;
    display[22]= 16'b1111100001111100;
    display[23]= 16'b0111110011111000;
    display[24]= 16'b0011111111110000;
    display[25]= 16'b0001111111100000;
    display[26]= 16'b0000000000000000;
    display[27]= 16'b0000000000000000;
    display[28]= 16'b0000000000000000;
    display[29]= 16'b0000000000000000;
    display[30]= 16'b0000000000000000;
    display[31]= 16'b0000000000000000;
           end
        8'h31:begin
    display[0]=  16'b0000000000000000;
    display[1]=  16'b0000000000000000;		  
	 display[2]=  16'b0000000000000000;
    display[3]=  16'b0000000000000000;
    display[4]=  16'b0000000000000000;
    display[5]=  16'b0000000000000000;
    display[6]=  16'b0000001111000000;
    display[7]=  16'b0000011111000000;
    display[8]=  16'b0000111111000000;
    display[9]=  16'b0001111111000000;
    display[10]= 16'b0011111111000000;
    display[11]= 16'b0000001111000000;
    display[12]= 16'b0000001111000000;
    display[13]= 16'b0000001111000000;
    display[14]= 16'b0000001111000000;
    display[15]= 16'b0000001111000000;
    display[16]= 16'b0000001111000000;
    display[17]= 16'b0000001111000000;
    display[18]= 16'b0000001111000000;
    display[19]= 16'b0000001111000000;
    display[20]= 16'b0000001111000000;
    display[21]= 16'b0000001111000000;
    display[22]= 16'b0000001111000000;
    display[23]= 16'b0000001111000000;
    display[24]= 16'b0011111111111100;
    display[25]= 16'b0011111111111100;
    display[26]= 16'b0000000000000000;
    display[27]= 16'b0000000000000000;
    display[28]= 16'b0000000000000000;
    display[29]= 16'b0000000000000000;
    display[30]= 16'b0000000000000000;
	 display[31]= 16'b0000000000000000;
              end                                                                                                                                                                                              
        8'h32:begin
    display[0]=  16'b0000000000000000;
    display[1]=  16'b0000000000000000;		  
	 display[2]=  16'b0000000000000000;
    display[3]=  16'b0000000000000000;
    display[4]=  16'b0000000000000000;
    display[5]=  16'b0000000000000000;
    display[6]=  16'b0011111111110000;
    display[7]=  16'b0111111111111000;
    display[8]=  16'b1111100001111100;
    display[9]=  16'b1111000000111100;
    display[10]= 16'b1110000000111100;
    display[11]= 16'b0000000000111100;
    display[12]= 16'b0000000001111100;
    display[13]= 16'b0000000011111000;
    display[14]= 16'b0000000111111000;
    display[15]= 16'b0000001111110000;
    display[16]= 16'b0000011111100000;
    display[17]= 16'b0000111111000000;
    display[18]= 16'b0001111110000000;
    display[19]= 16'b0011111100000000;
    display[20]= 16'b0111111000000000;
    display[21]= 16'b1111110000000000;
    display[22]= 16'b1111000000111100;
    display[23]= 16'b1111000000111100;
    display[24]= 16'b1111111111111100;
    display[25]= 16'b1111111111111100;
    display[26]= 16'b0000000000000000;
    display[27]= 16'b0000000000000000;
    display[28]= 16'b0000000000000000;
    display[29]= 16'b0000000000000000;
    display[30]= 16'b0000000000000000;
	 display[31]= 16'b0000000000000000;
                 end
        8'h33:begin
    display[0]=  16'b0000000000000000;
    display[1]=  16'b0000000000000000;		  
	 display[2]=  16'b0000000000000000;
    display[3]=  16'b0000000000000000;
    display[4]=  16'b0000000000000000;
    display[5]=  16'b0000000000000000;
    display[6]=  16'b0011111111110000;
    display[7]=  16'b0111111111111000;
    display[8]=  16'b1111100001111100;
    display[9]=  16'b1111000000111100;
    display[10]= 16'b0000000000111100;
    display[11]= 16'b0000000000111100;
    display[12]= 16'b0000000000111100;
    display[13]= 16'b0000000001111000;
    display[14]= 16'b0000111111110000;
    display[15]= 16'b0000111111110000;
    display[16]= 16'b0000000001111000;
    display[17]= 16'b0000000000111100;
    display[18]= 16'b0000000000111100;
    display[19]= 16'b0000000000111100;
    display[20]= 16'b0000000000111100;
    display[21]= 16'b0000000000111100;
    display[22]= 16'b1111000000111100;
    display[23]= 16'b1111100001111100;
    display[24]= 16'b0111111111111000;
    display[25]= 16'b0011111111110000;
    display[26]= 16'b0000000000000000;
    display[27]= 16'b0000000000000000;
    display[28]= 16'b0000000000000000;
    display[29]= 16'b0000000000000000;
    display[30]= 16'b0000000000000000;
	 display[31]= 16'b0000000000000000;
                end                 
        8'h34:begin
    display[0]=  16'b0000000000000000;
    display[1]=  16'b0000000000000000;		  
	 display[2]=  16'b0000000000000000;
    display[3]=  16'b0000000000000000;
    display[4]=  16'b0000000000000000;
    display[5]=  16'b0000000000000000;
    display[6]=  16'b0000000011110000;
    display[7]=  16'b0000000111110000;
    display[8]=  16'b0000001111110000;
    display[9]=  16'b0000011111110000;
    display[10]= 16'b0000111111110000;
    display[11]= 16'b0001111111110000;
    display[12]= 16'b0011111011110000;
    display[13]= 16'b0111110011110000;
    display[14]= 16'b1111100011110000;
    display[15]= 16'b1111000011110000;
    display[16]= 16'b1111111111111100;
    display[17]= 16'b1111111111111100;
    display[18]= 16'b0000000011110000;
    display[19]= 16'b0000000011110000;
    display[20]= 16'b0000000011110000;
    display[21]= 16'b0000000011110000;
    display[22]= 16'b0000000011110000;
    display[23]= 16'b0000000011110000;
    display[24]= 16'b0000001111111100;
    display[25]= 16'b0000001111111100;
    display[26]= 16'b0000000000000000;
    display[27]= 16'b0000000000000000;
    display[28]= 16'b0000000000000000;
    display[29]= 16'b0000000000000000;
    display[30]= 16'b0000000000000000;
	 display[31]= 16'b0000000000000000;
                    end               
        8'h35:begin
    display[0]=  16'b0000000000000000;
    display[1]=  16'b0000000000000000;		  
	 display[2]=  16'b0000000000000000;
    display[3]=  16'b0000000000000000;
    display[4]=  16'b0000000000000000;
    display[5]=  16'b0000000000000000;
    display[6]=  16'b1111111111111100;
    display[7]=  16'b1111111111111100;
    display[8]=  16'b1111000000000000;
    display[9]=  16'b1111000000000000;
    display[10]= 16'b1111000000000000;
    display[11]= 16'b1111000000000000;
    display[12]= 16'b1111000000000000;
    display[13]= 16'b1111000000000000;
    display[14]= 16'b1111111111100000;	
    display[15]= 16'b1111111111111000;
    display[16]= 16'b0000000001111100;
    display[17]= 16'b0000000000111100;
    display[18]= 16'b0000000000111100;
    display[19]= 16'b0000000000111100;
    display[20]= 16'b0000000000111100;
    display[21]= 16'b0000000000111100;
    display[22]= 16'b1111000000111100;
    display[23]= 16'b1111100001111100;
    display[24]= 16'b0111111111111000;
    display[25]= 16'b0011111111110000;
    display[26]= 16'b0000000000000000;
    display[27]= 16'b0000000000000000;
    display[28]= 16'b0000000000000000;
    display[29]= 16'b0000000000000000;
    display[30]= 16'b0000000000000000;
	 display[31]= 16'b0000000000000000;
                   end           
        8'h36:begin
    display[0]=  16'b0000000000000000;
    display[1]=  16'b0000000000000000;		  
	 display[2]=  16'b0000000000000000;
    display[3]=  16'b0000000000000000;
    display[4]=  16'b0000000000000000;
    display[5]=  16'b0000000000000000;
    display[6]=  16'b0000111111110000;
    display[7]=  16'b0001111111110000;
    display[8]=  16'b0011111000000000;
    display[9]=  16'b0111110000000000;
    display[10]= 16'b1111000000000000;
    display[11]= 16'b1111000000000000;
    display[12]= 16'b1111000000000000;
    display[13]= 16'b1111111111110000;
    display[14]= 16'b1111111111110000;
    display[15]= 16'b1111100001111100;
    display[16]= 16'b1111000000111100;
    display[17]= 16'b1111000000111100;
    display[18]= 16'b1111000000111100;
    display[19]= 16'b1111000000111100;
    display[20]= 16'b1111000000111100;
    display[21]= 16'b1111000000111100;
    display[22]= 16'b1111000000111100;
    display[23]= 16'b1111100001111100;
    display[24]= 16'b0111111111111000;
    display[25]= 16'b0011111111110000;
    display[26]= 16'b0000000000000000;
    display[27]= 16'b0000000000000000;
    display[28]= 16'b0000000000000000;
    display[29]= 16'b0000000000000000;
    display[30]= 16'b0000000000000000;
    display[31]= 16'b0000000000000000;	 
                          end
        8'h37:begin
    display[0]=  16'b0000000000000000;
    display[1]=  16'b0000000000000000;		  
	 display[2]=  16'b0000000000000000;
    display[3]=  16'b0000000000000000;
    display[4]=  16'b0000000000000000;
    display[5]=  16'b0000000000000000;
    display[6]=  16'b1111111111111100;
    display[7]=  16'b1111111111111100;
    display[8]=  16'b1111000000111100;
    display[9]=  16'b1111000000111100;           ;
    display[10]= 16'b0000000000111100;
    display[11]= 16'b0000000000111100;
    display[12]= 16'b0000000001111000;
    display[13]= 16'b0000000011110000;
    display[14]= 16'b0000000111100000;
    display[15]= 16'b0000001111000000;
    display[16]= 16'b0000011110000000;
    display[17]= 16'b0000111110000000;
    display[18]= 16'b0000111100000000;
    display[19]= 16'b0000111100000000;
    display[20]= 16'b0000111100000000;
    display[21]= 16'b0000111100000000;
    display[22]= 16'b0000111100000000;
    display[23]= 16'b0000111100000000;
    display[24]= 16'b0000111100000000;
    display[25]= 16'b0000111100000000;
    display[26]= 16'b0000000000000000;
    display[27]= 16'b0000000000000000;
    display[28]= 16'b0000000000000000;
    display[29]= 16'b0000000000000000;
    display[30]= 16'b0000000000000000;
    display[31]= 16'b0000000000000000;    
                       end                                                      
        8'h38:begin
    display[0]=  16'b0000000000000000;
    display[1]=  16'b0000000000000000;		  
	 display[2]=  16'b0000000000000000;
    display[3]=  16'b0000000000000000;
    display[4]=  16'b0000000000000000;
    display[5]=  16'b0000000000000000;
    display[6]=  16'b0011111111110000;
    display[7]=  16'b0111111111111000;
    display[8]=  16'b1111100001111100;
    display[9]=  16'b0111110000111110;
    display[10]= 16'b1111000000111100;
    display[11]= 16'b1111000000111100;
    display[12]= 16'b1111000000111100;
    display[13]= 16'b0111100001111000;
    display[14]= 16'b0011111111110000;
    display[15]= 16'b0011111111110000;
    display[16]= 16'b0111100001111000;
    display[17]= 16'b1111000000111100;
    display[18]= 16'b1111000000111100;
    display[19]= 16'b1111000000111100;
    display[20]= 16'b1111000000111100;
    display[21]= 16'b1111000000111100;
    display[22]= 16'b1111000000111100;
    display[23]= 16'b1111100001111100;
    display[24]= 16'b0111111111111000;
    display[25]= 16'b0011111111110000;
    display[26]= 16'b0000000000000000;
    display[27]= 16'b0000000000000000;
    display[28]= 16'b0000000000000000;
    display[29]= 16'b0000000000000000;
    display[30]= 16'b0000000000000000;
	 display[31]= 16'b0000000000000000;
                            end                                                   
        8'h39:begin
    display[0]=  16'b0000000000000000;
    display[1]=  16'b0000000000000000;		  
	 display[2]=  16'b0000000000000000;
    display[3]=  16'b0000000000000000;
    display[4]=  16'b0000000000000000;
    display[5]=  16'b0000000000000000;
    display[6]=  16'b0011111111110000;
    display[7]=  16'b0111111111111000;
    display[8]=  16'b1111100001111100;
    display[9]=  16'b1111000000111100;
    display[10]= 16'b1111000000111100;
    display[11]= 16'b1111000000111100;
    display[12]= 16'b1111000000111100;
    display[13]= 16'b1111000000111100;
    display[14]= 16'b1111100001111100;
    display[15]= 16'b0111111111111100;
    display[16]= 16'b0111111111111100;
    display[17]= 16'b0000000000111100;
    display[18]= 16'b0000000000111100;
    display[19]= 16'b0000000000111100;
    display[20]= 16'b0000000000111100;
    display[21]= 16'b0000000001111100;
    display[22]= 16'b0000000011111000;
    display[23]= 16'b0000000111110000;
    display[24]= 16'b0011111111100000;
    display[25]= 16'b0011111111000000;
    display[26]= 16'b0000000000000000;
    display[27]= 16'b0000000000000000;
    display[28]= 16'b0000000000000000;
    display[29]= 16'b0000000000000000;
    display[30]= 16'b0000000000000000;
	 display[31]= 16'b0000000000000000;
                       end    
8'h3A:begin
    display[0]=  16'b0000000000000000;
    display[1]=  16'b0000000000000000;		  
	 display[2]=  16'b0000000000000000;
    display[3]=  16'b0000000000000000;
    display[4]=  16'b0000000000000000;
    display[5]=  16'b0000000000000000;
    display[6]=  16'b0000000000000000;
    display[7]=  16'b0000000000000000;
    display[8]=  16'b0000000000000000;
    display[9]=  16'b0000000000000000;
    display[10]= 16'b0000000110000000;
    display[11]= 16'b0000001111000000;
    display[12]= 16'b0000001111000000;
    display[13]= 16'b0000000110000000;
    display[14]= 16'b0000000000000000;
    display[15]= 16'b0000000000000000;
    display[16]= 16'b0000000000000000;
    display[17]= 16'b0000000000000000;
    display[18]= 16'b0000000000000000;
    display[19]= 16'b0000000000000000;
    display[20]= 16'b0000000110000000;
    display[21]= 16'b0000001111000000;
    display[22]= 16'b0000001111000000;
    display[23]= 16'b0000000110000000;
    display[24]= 16'b0000000000000000;
    display[25]= 16'b0000000000000000;
    display[26]= 16'b0000000000000000;
    display[27]= 16'b0000000000000000;
    display[28]= 16'b0000000000000000;
    display[29]= 16'b0000000000000000;
    display[30]= 16'b0000000000000000;
	 display[31]= 16'b0000000000000000;
                       end    							  
                default: 	 begin
    display[0]=  16'b0000000000000000;
    display[1]=  16'b0000000000000000;		  
	 display[2]=  16'b0000000000000000;
    display[3]=  16'b0000000000000000;
    display[4]=  16'b0000000000000000;
    display[5]=  16'b0000000000000000;
    display[6]=  16'b0000000000000000;
    display[7]=  16'b0000000000000000;
    display[8]=  16'b0000000000000000;
    display[9]=  16'b0000000000000000;
    display[10]= 16'b0000000000000000;
    display[11]= 16'b0000000000000000;
    display[12]= 16'b0000000000000000;
    display[13]= 16'b0000000000000000;
    display[14]= 16'b0000000000000000;
    display[15]= 16'b0000000000000000;
    display[16]= 16'b0000000000000000;
    display[17]= 16'b0000000000000000;
    display[18]= 16'b0000000000000000;
    display[19]= 16'b0000000000000000;
    display[20]= 16'b0000000000000000;
    display[21]= 16'b0000000000000000;
    display[22]= 16'b0000000000000000;
    display[23]= 16'b0000000000000000;
    display[24]= 16'b0000000000000000;
    display[25]= 16'b0000000000000000;
    display[26]= 16'b0000000000000000;
    display[27]= 16'b0000000000000000;
    display[28]= 16'b0000000000000000;
    display[29]= 16'b0000000000000000;
    display[30]= 16'b0000000000000000;
	 display[31]= 16'b0000000000000000;	 
                          		end						
endcase
assign display_out_0=display[0];
assign display_out_1=display[1];
assign display_out_2=display[2];
assign display_out_3=display[3];
assign display_out_4=display[4];
assign display_out_5=display[5];
assign display_out_6=display[6];
assign display_out_7=display[7];
assign display_out_8=display[8];
assign display_out_9=display[9];
assign display_out_10=display[10];
assign display_out_11=display[11];
assign display_out_12=display[12];
assign display_out_13=display[13];
assign display_out_14=display[14];
assign display_out_15=display[15];
assign display_out_16=display[16];
assign display_out_17=display[17];
assign display_out_18=display[18];
assign display_out_19=display[19];
assign display_out_20=display[20];
assign display_out_21=display[21];
assign display_out_22=display[22];
assign display_out_23=display[23];
assign display_out_24=display[24];
assign display_out_25=display[25];
assign display_out_26=display[26];
assign display_out_27=display[27];
assign display_out_28=display[28];
assign display_out_29=display[29];
assign display_out_30=display[30];
assign display_out_31=display[31];
endmodule
</file>
<file path="/design/flow/run.sh">
#!/bin/bash
# OpenROAD 26Q1-2900-gdf79404cd8, Yosys 0.63+post, stock flow scripts
make -C /OpenROAD-flow-scripts/flow DESIGN_CONFIG=/design/flow/config.mk WORK_HOME=/design/flow/orfs finish
</file>
==> run notes <==
Notes on the physical design

The headroom to the max-slew limit is 44.0%. After synthesis, the largest family of logic cells by area is buffers and inverters. The fraction of synthesized cell area taken by the top area cell type is 41.5%. Post-route period utilization is reported as 42.9%.

The placeable core region is 0.0378 mm². The stage-log warning count is 25. For reference, the final report shows the max-slew violation count at 0.

The power density over the cells is 203 mW/mm². The family with the most delay on the worst path is buffers and inverters. The kind of critical path is input pin to flop. STA classifies the critical path endpoint as a flop.

The transition time recorded at the tightest slew-check pin is 0.840 ns. The timing startpoint of the critical path is ascii_val[1]. The sequential share of the synthesized area is 41.5%.

For this block, the initial DRC count from the detailed router was 192. Global routing finished with a remaining overflow of 0. Hold repair after CTS inserted 0 buffers. The signal on the critical path passes through buf_2, buf_4, or2_2, a21o_1, inv_1, and3_1. The number of cells reported by Yosys stat comes to 824. The setup slack of the critical path after layout is 4.05 ns.

According to the floorplan report, the die width is 216 µm. According to the report, the first pass of detailed routing completed in 5 iterations. The total non-filler cell area in the finished layout is 0.00980 mm². Once the clock tree was built, the setup fixing pass inserted 0 buffers. According to the timing report, the data required time at the worst endpoint equals 7.42 ns. The number of distinct library cell variants in the gate-level netlist after synthesis is 50. The clock tree synthesis step divided the H-tree into 4 levels.

The flow ran to the end, and the final reports show no timing, DRC or antenna violations. Setup repair after global routing left no endpoint under its margin. After detailed routing, the number of vias per cell comes to 3.46.

The mean instance size in the synthesized netlist is 9.31 µm². The yosys stat chip area is 0.00767 mm². The post-cts repair resize count is 0. In this run the clock root is driven by a sky130_fd_sc_hd__clkbuf_16. The floorplan has 71 rows. According to the dpl log, the detail-placed design has an HPWL of 22.2 mm. The flip-flop count of the largest register after layout is 159. In the final layout, the fill cell count is 3986.

The fraction of layout instances using a drive strength above 1 is 5.80%. On the critical path, the stage with the largest delay is an instance of sky130_fd_sc_hd__a21o_1. The critical path startpoint category is an input pin. The first global-routing pass estimated 39.5 mm of wire.

Subtracting the final worst setup slack from the clock period gives 3.05 ns. The worst setup timing slack at the placement stage is 3.59 ns. In the global route stage, overall resource usage came out at 11.3%. Static timing analysis puts the maximum clock frequency at 0.328 GHz. The wire length per cell after detailed routing is 18.6 µm. Walking the critical path from launch to capture passes 6 cell instances. The initial core utilization is 20.3%. The synthesized instance count is 824. In this run the maximum-capacitance check reported violations numbering 0. Routability-driven placement finished with a final weighted congestion of 0.798. The number of primary I/O pins is 521. For this block, the via count after detailed routing is 5169. Of all cell types, the one taking the most synthesized area is sky130_fd_sc_hd__dfxtp_1. The largest vdd supply drop is 0.000143 V.

The design draws 1.99 mW. CTS saw 159 sinks. For the worst setup path, the data arrival time is 3.37 ns. The post-synthesis register bit count is 159. The die span in y is 216 µm. Yosys mapped a number of flops with a built-in enable equal to 0.

In this run the cell area measured after placement is 0.00920 mm². The pin count of the biggest net entering global routing is 80. In this run the deepest clock path goes through 2 buffers. Along the critical path, the tally of buffer and inverter instances is 3.

The count of antenna-violating nets left after detailed routing is 0. The sequential cells in the finished layout cover a total of 0.00318 mm². The post-route core utilization is 25.9%. Per STA, the endpoint of the critical path is display[8][14]$_DFF_P_. The CTS buffer count is 17. The antenna diode instance count is 0.

The initial antenna violation count is 1. The standby leakage power is 3.86 nW. The fraction of registers with async set or reset after synthesis is 0%.

TritonCTS built the clock tree. The compound-gate portion of the synthesized area is 10.9%. In this run, the synthesized area fraction spent on adder and majority cells is recorded as 0%. For reference, the top cells by count after synthesis are 358 x sky130_fd_sc_hd__buf_4, 159 x sky130_fd_sc_hd__dfxtp_1, 69 x sky130_fd_sc_hd__a21oi_1, 26 x sky130_fd_sc_hd__nand2_1, 24 x sky130_fd_sc_hd__a31oi_1. The worst min-delay path class is input pin to flop.

The multiplexer share of the synthesized area is 0.131%. The basic-gate share of the synthesized area counting and, or, nand and nor cells is 8.68%. The area used by multi-input combinational logic is 0.00245 mm². Among all cell types in the netlist, the one instantiated most often is sky130_fd_sc_hd__buf_4. The dominant register cell in the synthesized netlist is sky130_fd_sc_hd__dfxtp_1. The largest stage delay on the critical path is 0.55 ns.

The number of buffers inserted by port buffering is 289. The count of cells in the finished layout, fillers not included, comes to 1493. The main area contributors are sky130_fd_sc_hd__dfxtp_1 42%, sky130_fd_sc_hd__buf_4 35%, sky130_fd_sc_hd__a21oi_1 4.5%, sky130_fd_sc_hd__a31oi_1 2.0%, sky130_fd_sc_hd__a211oi_1 1.6%. The worst slack on hold paths is 1.63 ns. The CTS clock-pin slew for the worst setup and hold paths is 0.07 ns.

The DRC violation count after routing is 0. The highest net fanout along the worst path is 54. The number of warnings issued by yosys is 2. The area growth from synthesis to layout is 27.8%.

Setup violations remaining at the end of the flow were counted as 0. The detailed placer reported the number of placed instances as 1461. The number of global-route vias before repair was 5647. The share of the synthesized netlist area taken by xor and xnor gates is 0.653%.

The number of endpoints with negative hold slack in the final report is 0. The chip occupies 0.0467 mm². Per the detailed-route log, wirelength across all metal layers totals 27.7 mm. The total negative setup slack is 0 ns. After synthesis the cells add up to 0.00767 mm².
## power by group
| part | internal, mW | switching [mW] | leakage, nW |
|---|---|---|---|
| logic | 0.0582 | 0.0868 | 2.28 |
| registers | 0.903 | 0.00701 | 1.28 |
| clock network | 0.531 | 0.404 | 0.295 |
## placed cells by master, fill, tap and decap left out, drive strengths merged, types with 5 or more instances in the layout
cell type / n
clkdlybuf4s50: 285
conb: 231
dfxtp: 159
a21oi: 69
nand2: 27
a31oi: 24
nor2: 23
nand2b: 17
clkbuf: 17
a211oi: 16
inv: 11
buf: 10
a21o: 9
nor3: 8
or2: 7
nor2b: 6
and3: 6
nor4: 6
a221oi: 5
or3: 5
## kinds of logic (layout without fill, tap and decap cells)
logic type / after synthesis / after routing
and+or+nand+nor: 121 / 121
xor gates and xnor gates: 4 / 4
AOI/OAI and AO/OA: 136 / 136
DFF: 159 / 159
buffers and inverters: 402 / 330
other: 1 / 231
muxes: 1 / 1
## routing by layer
layer,up-vias,track usage (%),share of wire [%]
li1,2430,-,-
met1,2398,13.6,40
met2,324,19.5,49
met3,15,4.36,9.7
met4,2,1.17,1.0
met5,-,0,0.047
## how the worst min path moves through the flow
stage                         from                endpoint  slack, ns  cells past startpoint
after global routing  ascii_val[2]  display[9][12]$_DFF_P_       1.62                      3
final                 ascii_val[2]   display[6][9]$_DFF_P_       1.63                      3
after CTS             ascii_val[2]   display[6][9]$_DFF_P_       1.60                      3
## area by class of cell
cell class	instances	share of cell area [%]
Tap cell	511	6.53
Multi-Input combinational cell	493	25.0
Sequential cell	159	32.5
Clock buffer	17	4.34
Clock inverter	15	1.76
Timing Repair Buffer	295	29.8
Inverter	3	0.115
Power is estimated from default activity; no workload was simulated.
