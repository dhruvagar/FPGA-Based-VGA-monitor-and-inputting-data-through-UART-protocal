==> flow/design.v <==
`timescale 1ns / 1ps
module UART_Tx(
    input clk,
    input [7:0] data,
    input transmit,
    input reset,
    output reg TxD	
    );
	 reg [3:0] bit_counter;  
	 reg [13:0] baudrate_counter;  
	 reg [9:0] shiftright_register;  
	 reg state, next_state;  
	 reg shift, load;  
	 reg clear;  
	 always@( posedge clk)
	 begin 
	 if (reset)
	 begin
	 state <= 0;
	 bit_counter <= 0;
	 baudrate_counter <= 0;
	 end
	 else
	 begin 
	 baudrate_counter <= baudrate_counter+1;
	 if (baudrate_counter==10415)
	 begin
	 state <= next_state;
	 baudrate_counter <= 0;
	 if(load)
	 shiftright_register <= {1'b1,data,1'b0};
	 if (clear)
	 bit_counter <= 0;
	 if (shift)
	 shiftright_register <= shiftright_register>>1;
	 bit_counter <= bit_counter+1;
	 end 
	 end
	 end
	 always@(posedge clk)
	 begin
	 load <= 0;
	 shift <= 0;
	 clear <= 0;
	 TxD <= 1;
	 case (state)  
	 0: begin
	 if (transmit)
	 begin
	 next_state <= 1;
	 load <= 1;
	 shift <= 0;
	 clear <= 0;
	 end
	 else begin
	 next_state <= 0;
	 TxD <= 1;
	 end 
	 end
	 1: begin
	 if (bit_counter==10)
	 begin
	 next_state <= 0;  
	 clear <=1;
	 end
	 else begin
	 next_state <= 1;
	 TxD <= shiftright_register[0];
    shift <= 1;
    end
	 end
	 default : next_state <= 0;
	 endcase 
	 end
endmodule
==> flow/run.sh <==
#!/bin/bash
# OpenROAD 26Q1-2900-gdf79404cd8, Yosys 0.63+post, stock flow scripts
make -C /OpenROAD-flow-scripts/flow DESIGN_CONFIG=/design/flow/config.mk WORK_HOME=/design/flow/orfs finish
==> flow/config.mk <==
export PLATFORM = sky130hd
export DESIGN_NAME = UART_Tx
export DESIGN_NICKNAME = UART_Tx
export VERILOG_FILES = /design/flow/design.v
export SDC_FILE = /design/flow/constraint.sdc
export NUM_CORES = 4
export LEC_CHECK = 1
export CORE_AREA = 10 10 96 96
export DIE_AREA = 0 0 106 106
==> flow/constraint.sdc <==
current_design UART_Tx

set clk_period 5.3
set clk_io_pct 0.2

create_clock -name clk0 -period $clk_period [get_ports {clk}]

set non_clock_inputs [all_inputs -no_clocks]
set_input_delay [expr $clk_period * $clk_io_pct] -clock clk0 $non_clock_inputs
set_output_delay [expr $clk_period * $clk_io_pct] -clock clk0 [all_outputs]
==> qor.yml <==
cts:
  clockBufferDepth: 2
  ctsHoldBuffers: 0
  insertion_delay_ns: 0.28
  clk_pin_slew_ns: 0.07
  cts_sinks: 33
  cts_resized: 0
  cts_tree: "built"
  numCtsBuffers: 5
  post_cts_buffers: 0
  cts_htree_levels: 2
  ctsRootBufferMaster: "clkbuf_8"
grt:
  grt_max_degree: 14
  grt_pass1_vias: 831
  track_usage: 0.04083
  grt_first_pass_wirelength_um: 3836
  grt.overflow.total: 0
  grt_antenna_before_repair: 0
final_timing:
  worst_pin_slew_ns: 0.4339
  final_max_slew_viol_count: 0
  setup_viol: 0
  layout_min_cycle_time_ns: 2.317
  max_freq_mhz: 431.5
  layout_setup_ws_ns: 2.983
  fin_setup_tns_ns: 0
  rsz0062_at_grt: "no"
  relSlewSlack: 0.7103
  post-route-period-util: 0.4372
  timing_hold_violations_final: 0
  finClkSkew_ns: 0.008736
detailed_routing:
  routed_wl_um: 2175
  wl_per_cell_um: 8.914
  drt-pass1-iter-count: 4
  vias_per_cell: 3.533
  vias: 862
  antenna_left: 0
  drtIter0Drc: 54
  drc: 0
  diodes: 0
pwr:
  p_per_area_mw_per_mm2: 276.2
  ir_drop_mv: 0.07244
  leakage_nw: 0.5331
run:
  warnings: 26
  cap_violations: 0
synth:
  syn-cell-area_mm2: 0.001359
  yosys_warnings: 1
  ys_types: 27
  syn_area_per_cell_um2: 10.53
  numSynthFlops: 33
  ys_chip_area_mm2: 0.001359
  ys_seq_share: 0.5599
  syn_inst: 129
  ys_cells: 129
setup_path:
  worstSetupStartpointType: "register"
  critPathArrivalTime_ns: 2.30
  required_ns: 5.28
  cp_max_fo: 10
  crit_type: "reg -> reg"
  endpoint_kind: "register"
  r2r_setup_slack_ns: 2.98
floorplan:
  core_area_mm2: 0.007214
  die_y_um: 106
  ios: 12
  die_area_mm2: 0.01124
  fp_util: 0.1883
  rows: 31
  fp.dieW_um: 106
placement:
  place_area_mm2: 0.001577
  dp_hpwl_um: 1516
  portBuffers: 11
  preCtsSetupSlack_ns: 2.933
  gp_congestion: 0.7572
layout:
  areaGrowthSynthToFinish_pct: 22.38
  drive_above_1_share: 0.1310
  final_cell_area_mm2: 0.001663
  final_core_util: 0.2305
hold_path:
  hold_class: "reg -> reg"
run_status:
  status: "finished, final reports clean"
registers in the layout, summed over array words and instances (netlist names):
register,count
TxD,1
baudrate_counter,14
shiftright_register,10
state,1
shift,1
bit_counter,4
load,1
next_state,1
synthesized netlist by cell type (all sizes together):
master / count / share of area
dfxtp: 23 / 0.34
nor2: 20 / 0.055
xnor2: 11 / 0.071
edfxtp: 10 / 0.22
mux2: 8 / 0.066
inv: 7 / 0.019
nand2: 7 / 0.019
nor3: 6 / 0.022
nand3: 5 / 0.018
nand4: 4 / 0.018
a21oi: 3 / 0.011
ha: 3 / 0.028
o21ai: 3 / 0.011
buf: 2 / 0.012
clkbuf: 2 / 0.0055
or2: 2 / 0.0092
or3: 2 / 0.0092
or4b: 2 / 0.015
xor2: 2 / 0.013
and2: 1 / 0.0046
mux2i: 1 / 0.0074
nand2b: 1 / 0.0046
nor2b: 1 / 0.0046
nor4: 1 / 0.0046
or2b: 1 / 0.0055
or4: 1 / 0.0055
cell families (layout without fill, tap and decap cells):
group / count (synthesis) / in the layout / synth area share
and+or+nand+nor: 54 / 54 / 0.1961
xor gates and xnor gates: 13 / 13 / 0.08379
AOI/OAI and AO/OA: 6 / 6 / 0.02209
adders and majority gates: 3 / 3 / 0.02763
muxes: 9 / 9 / 0.07367
buffers and inverters: 11 / 27 / 0.03683
DFF: 33 / 33 / 0.5599
layer usage:
metal / GRT usage / part of all wire / up-vias
met2: 0.06493 / 0.45 / 10
met4: 0.006770 / 0.011 / 0
met1: 0.05293 / 0.50 / 388
li1: - / - / 462
met5: 0 / 0 / -
met3: 0.01529 / 0.045 / 2
metrics by stage:
stage / power, W / cells / hold slack, ns
finish: 0.0004592 / 244 / 0.4298
global route: 0.0004799 / 244 / 0.4484
CTS: 0.0004679 / 244 / 0.4369
detailed placement: 0.0002880 / 236 / 0.4208
global placement: 0.0002878 / 236 / 0.4234
floorplan: 0.0002785 / 129 / 0.4074
placed cells by master (no fill, tap or decap), types with 2 or more instances in the layout:
cell and n:
a21oi_1 3, clkbuf_8 5, clkdlybuf4s50_1 11, clkinv_2 2, dfxtp_1 23, edfxtp_1 10
ha_1 3, inv_1 7, mux2_2 8, nand2_1 7, nand3_1 5, nand4_1 4
nor2_1 20, nor3_1 6, o21ai_0 3, or2_2 2, or3_1 2, or4b_1 2
xnor2_1 11, xor2_1 2
report_power, final:
group | switching (W) | leakage [nW] | internal [W]
Clock | 0.0000866 | 0.0439 | 0.0000904
Sequential | 0.00000249 | 0.276 | 0.000262
Combinational | 0.00000637 | 0.213 | 0.0000111
Total | 0.0000954 | 0.533 | 0.000364
cell type report:
| type | instances | area [µm²] |
|---|---|---|
| inverters | 7 | 26.28 |
| well taps | 99 | 123.9 |
| fillers | 783 | 5552 |
| multi-input cells | 85 | 548.0 |
| clock buffers | 5 | 68.82 |
| flip-flops and latches | 33 | 760.7 |
| clock inverters | 3 | 17.52 |
| repair buffers | 12 | 117.6 |
critical path: stages, from the launching register on:
cell and delay (ns):
dfxtp_1 0.37, or4b_1 0.51, or4_1 0.70, nor3_1 0.23
buf_4 0.21
worst paths after layout:
check | start | endpoint | cells after the start
setup / recovery | baudrate_counter[8]$_SDFF_PP0_ | shiftright_register[0]$_SDFFCE_PN0P_ | 4
hold / removal | shiftright_register[0]$_SDFFCE_PN0P_ | TxD$_SDFF_PP1_ | 1
setup reg to reg | baudrate_counter[8]$_SDFF_PP0_ | shiftright_register[0]$_SDFFCE_PN0P_ | 4
hold reg to reg | shiftright_register[0]$_SDFFCE_PN0P_ | TxD$_SDFF_PP1_ | 1
Power and IR drop assume default switching activity.
