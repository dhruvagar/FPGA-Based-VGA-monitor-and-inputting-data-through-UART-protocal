File: flow/design.v
module UART_RX
  #(parameter CLKS_PER_BIT = 868)
  (
   input        i_Clock,
   input        i_RX_Serial,
   output       o_RX_DV,
   output [7:0] o_RX_Byte
   );
  parameter IDLE         = 3'b000;
  parameter RX_START_BIT = 3'b001;
  parameter RX_DATA_BITS = 3'b010;
  parameter RX_STOP_BIT  = 3'b011;
  parameter CLEANUP      = 3'b100;
  reg [9:0]     r_Clock_Count = 0;
  reg [2:0]     r_Bit_Index   = 0; 
  reg [7:0]     r_RX_Byte     = 0;
  reg           r_RX_DV       = 0;
  reg [2:0]     r_SM_Main     = 0;
  always @(posedge i_Clock)
  begin
    case (r_SM_Main)
      IDLE :
        begin
          r_RX_DV       <= 1'b0;
          r_Clock_Count <= 0;
          r_Bit_Index   <= 0;
          if (i_RX_Serial == 1'b0)          
            r_SM_Main <= RX_START_BIT;
          else
            r_SM_Main <= IDLE;
        end
      RX_START_BIT :
        begin
          if (r_Clock_Count == (CLKS_PER_BIT/2))
          begin
            if (i_RX_Serial == 1'b0)
            begin
              r_Clock_Count <= 0;   
              r_SM_Main     <= RX_DATA_BITS;
            end
            else
              r_SM_Main <= IDLE;
          end
          else
          begin
            r_Clock_Count <= r_Clock_Count + 1;
            r_SM_Main     <= RX_START_BIT;
          end
        end 
      RX_DATA_BITS :
        begin
          if (r_Clock_Count < CLKS_PER_BIT-1)
          begin
            r_Clock_Count <= r_Clock_Count + 1;
            r_SM_Main     <= RX_DATA_BITS;
          end
          else
          begin
            r_Clock_Count          <= 0;
            r_RX_Byte[r_Bit_Index] <= i_RX_Serial;
            if (r_Bit_Index < 7)
            begin
              r_Bit_Index <= r_Bit_Index + 1;
              r_SM_Main   <= RX_DATA_BITS;
            end
            else
            begin
              r_Bit_Index <= 0;
              r_SM_Main   <= RX_STOP_BIT;
            end
          end
        end 
      RX_STOP_BIT :
        begin
          if (r_Clock_Count < CLKS_PER_BIT-1)
          begin
            r_Clock_Count <= r_Clock_Count + 1;
     	    r_SM_Main     <= RX_STOP_BIT;
          end
          else
          begin
       	    r_RX_DV       <= 1'b1;
            r_Clock_Count <= 0;
            r_SM_Main     <= CLEANUP;
          end
        end 
      CLEANUP :
        begin
          r_SM_Main <= IDLE;
          r_RX_DV   <= 1'b0;
        end
      default :
        r_SM_Main <= IDLE;
    endcase
  end    
  assign o_RX_DV   = r_RX_DV;
  assign o_RX_Byte = r_RX_Byte;
endmodule 
File: flow/run.sh
#!/bin/bash
# OpenROAD 26Q1-2900-gdf79404cd8, Yosys 0.63+post, stock flow scripts
make -C /OpenROAD-flow-scripts/flow DESIGN_CONFIG=/design/flow/config.mk WORK_HOME=/design/flow/orfs finish
File: flow/config.mk
export PLATFORM = sky130hd
export DESIGN_NAME = UART_RX
export DESIGN_NICKNAME = UART_RX
export VERILOG_FILES = /design/flow/design.v
export SDC_FILE = /design/flow/constraint.sdc
export NUM_CORES = 4
export LEC_CHECK = 1
export CORE_UTILIZATION = 30
File: flow/constraint.sdc
current_design UART_RX

set clk_period 2.3
set clk_io_pct 0.2

create_clock -name clk0 -period $clk_period [get_ports {i_Clock}]

set non_clock_inputs [all_inputs -no_clocks]
set_input_delay [expr $clk_period * $clk_io_pct] -clock clk0 $non_clock_inputs
set_output_delay [expr $clk_period * $clk_io_pct] -clock clk0 [all_outputs]
==> results.txt <==
Reports from this run.

- The run finished with clean final reports.
- The maximum VDD drop reads 241 uV.
- The average size of a mapped cell reads slightly above 10 um2.
- The routed design shows a wire length per standard cell of 11.2 um.
- The layout stage reports a final design area of 0.00158 mm2.
- The vertical die dimension is 69.3 um.
- The clock tree root driver cell reads sky130_fd_sc_hd__clkbuf_8.
- The total number of H-tree levels reads 1.
- The most used flip-flop cell reads sky130_fd_sc_hd__edfxtp_1.
- Looking at the clock tree report, the maximum root-to-sink buffer count equals 2.
- Pins over their slew limit in the final report were tallied at 0.
- The slew at the pin with the worst max-slew slack reads 0.507 ns.
- The post-route fraction of the period consumed by the critical path is 83.1%.
- The final worst clock skew is approximately 0.0055 ns.
- The total wire length reads 2240 um.
- The remaining antenna violation count reads 0.
- The buffers inserted during post-CTS setup optimization reads 0.
- The via-per-instance ratio reads about 4.8.
- The flow reports an fmax of 523 MHz.
- The total count of hold-check failures in the final report is 0.
- The switching share of total power reads between 10% and 20%.
- The clock sink count reads 25.
- The total cells reported by yosys after synthesis reads 132.
- The clock share of power reads 34.2%.
- The area growth from synthesis to layout reads 16.5%.
- The net switching component of the power is about 140 uW.
- The final weighted congestion recorded by global placement is 0.871.
- Pin placement for this block handled 11 I/O pins.
- The area of the multi-input gates is 594 um2.
- The post-DP HPWL is roughly 1600 um.
- Counting tap cells, the placed design contains a total of 195 instances.
- The ratio of cells with drive above 1 in the final layout reads 7.48%.
- The final antenna diode count reads 0.
- Before CTS, the worst setup slack after placement is around 0.38 ns.
- The max-cap violation count reads 0.
- The sequential cell area fraction in the yosys report reads 53.0%.
- The netlist area before placement is 0.00136 mm2.
- The share of total power dissipated in sequential elements is about two thirds.
- The first global-routing pass estimated 3980 um of wire.
- The tally of buffers added on design ports reads 10.
- The global-route usage over all layers is 10.2%.
- The source-to-sink clock delay at the later pin of the worst-skew pair reads 0.27 ns.
- The report lists the number of cells resized after CTS as 0.
- Per report_power, the combinational group accounts for less than 1% of the total.
- Summed over all failing endpoints, the final setup total negative slack is 0 ns.
- The cell sequence reported for the critical path is inv_1, ha_1, xor2_1, nand3_1, mux2_2.
- The worst hold slack reads 0.487 ns.
- The OpenROAD report gives the critical path a required time of 2.33 ns.
- On the critical path, the stage with the largest delay is an instance of sky130_fd_sc_hd__edfxtp_1.
- The proportion of register bits with asynchronous set or reset after synthesis reads 0%.
- The OpenROAD warning count is 30.
- The detailed-router iteration count before antenna repair is 4.
- The time the final worst path needs with I/O delays and setup is 1.91 ns.
- The final layout report lists a filler cell count of 411.
- The type of destination of the critical path is a register.
- Summing all flip-flop and latch instances after layout gives 721 um2.
- At the floorplan stage, the core utilization is reported as a little under a third.
- Looking at the worst setup and hold paths, the clock pins of their registers show a slew of 0.09 ns.
- The longest individual stage delay on the worst path is between 0.4 and 0.5 ns.
- TritonCTS created 3 clock buffers.
- The normalized max-slew margin is 66.1%.
- The worst path setup slack after routing is 0.388 ns.
- The number of antenna violations at the first check in global routing is 0.
- Grouping stages by cell kind, the critical path spends the most delay in flip-flops.
- The cell taking the most area after synthesis reads sky130_fd_sc_hd__edfxtp_1.
- In this run the worst path has a maximum fanout of 8.
- The die area reads 0.00480 mm2.
- The floorplan row count is 24.
- The post-CTS hold buffer count recorded in the log is 0.
- The type of the tightest min-delay check reads reg -> reg.
- The number of design rule violations left after detail routing is 0.
- The synthesis report lists the Yosys warning total as 1.
- The kind of critical path reads reg -> reg.
- The worst setup path is launched from a register.
- The post-detailed-placement cell area reads 0.00154 mm2.
- The via count of the routed design is 960.
- The total power density per cell area reads 471 mW/mm2.
- The number of instances in the synthesized netlist reads 132.
- The area share of the largest cell type after synthesis reads between 40 and 50%.
- Setup repair after global routing left no endpoint under its margin.
- The total overflow reported by the global router reads 0.
- The placeable core area is 0.00435 mm2.
- The internal power summed over all cells is between 600 and 700 uW.
- From the final report, the count of setup violators was given as 0.
- In this run the static leakage power is 0.607 nW.
- The Yosys chip area is approximately 0.0014 mm2.
- The critical path arrival reads 1.94 ns.
- The violation count after the first detailed-route iteration is 34.
- The via count of the first global-routing pass came to about 910.
- Once layout is complete, the cells apart from fillers number 199.
- The count of buffer and inverter cells on the critical path reads 1.
- The clock tree from TritonCTS reads yes.
- The synthesized design contains 25 register bits.
- The maximum number of pins on one net before global-route repair is 15.
- The width of the chip reads 69.3 um.
- In the post-synthesis netlist, the biggest area contributors are sky130_fd_sc_hd__edfxtp_1, sky130_fd_sc_hd__ha_1, sky130_fd_sc_hd__nor2_1.
- The number of synthesized flops with an enable pin is 22.
- The number of distinct library cells after synthesis is 31.
-- power by group through the flow --
stage	logic [mW]	clock network, mW	registers, mW
finish	0.00527	0.255	0.486
global route	0.00609	0.282	0.486
CTS	0.00531	0.270	0.486
-- logic make-up (layout without fill, tap and decap cells) --
logic type	count (synthesis)	in the layout	share of synthesized area, %
AOI/OAI and AO/OA	16	16	7.92
xor gates and xnor gates	11	11	7.09
and+or+nand+nor	59	59	19.9
DFF	25	25	53.0
adders and majority gates	7	7	6.45
buffers and inverters	11	26	3.22
muxes	3	3	2.39
-- registers in the layout (all words and copies together) (netlist names) --
register / cells
r_Clock_Count: 10
r_Bit_Index: 3
r_RX_DV: 1
r_RX_Byte: 8
r_SM_Main: 3
-- path summary, 6_finish.rpt --
kind | from | end | slack, ns | cells after the start
worst max-delay path | r_Bit_Index[1] | r_RX_Byte[0] | 0.39 | 5
worst min-delay path | r_SM_Main[2] | r_SM_Main[1] | 0.49 | 1
worst max register to register | r_Bit_Index[1] | r_RX_Byte[0] | 0.39 | 5
worst min register to register | r_SM_Main[2] | r_SM_Main[1] | 0.49 | 1
-- per-stage QoR --
step	power [mW]	util, %
final	0.746	36.4
after global routing	0.774	36.4
after CTS	0.761	36.4
after detailed placement	0.501	35.3
after global placement	0.501	35.3
after floorplan	0.498	-
-- cell usage after synthesis, drive strengths merged, types with 2 or more instances --
| master | number |
|---|---|
| a21oi | 2 |
| a22o | 2 |
| and3 | 3 |
| dfxtp | 3 |
| edfxtp | 22 |
| ha | 7 |
| inv | 9 |
| mux2 | 2 |
| nand2 | 15 |
| nand3 | 7 |
| nor2 | 20 |
| nor3 | 5 |
| nor4 | 3 |
| o21ai | 7 |
| xnor2 | 7 |
| xor2 | 4 |
-- placed cells by master (no fill, tap or decap), types with 2 or more instances in the layout --
cell type,n
sky130_fd_sc_hd__inv_1,9
sky130_fd_sc_hd__xnor2_1,7
sky130_fd_sc_hd__nor4_1,3
sky130_fd_sc_hd__and3_1,3
sky130_fd_sc_hd__edfxtp_1,22
sky130_fd_sc_hd__a21oi_1,2
sky130_fd_sc_hd__nor3_1,5
sky130_fd_sc_hd__mux2_2,2
sky130_fd_sc_hd__o21ai_0,6
sky130_fd_sc_hd__clkdlybuf4s50_1,10
sky130_fd_sc_hd__buf_4,3
sky130_fd_sc_hd__ha_1,7
sky130_fd_sc_hd__a22o_1,2
sky130_fd_sc_hd__clkbuf_8,3
sky130_fd_sc_hd__nand3_1,7
sky130_fd_sc_hd__dfxtp_1,3
sky130_fd_sc_hd__xor2_1,4
sky130_fd_sc_hd__nand2_1,15
sky130_fd_sc_hd__nor2_1,20
-- area by class of cell --
cell class | instances | share of cell area [%]
clock inverter | 1 | 0.316
clock buffer | 3 | 2.61
sequential | 25 | 45.5
tap | 52 | 4.11
timing repair buffer | 13 | 7.75
inverter | 9 | 2.13
multi-input combinational | 96 | 37.5
-- routing by layer --
layer  GRT usage [%]  part of all wire [%]  up-vias
met4            1.13                  0.85        0
met3            2.80                   5.3        2
li1                -                     -      496
met2            16.5                    47       30
met1            14.8                    47      432
met5               0                     0        -
Power is estimated from default activity; no workload was simulated.
